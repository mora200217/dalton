==> design/flow/design.v <==
module cordic(
    input wire [31:0]   angle,    
    input wire [1:0]    opt,      
    input wire          enable, 
    input wire          reset, 
    input wire          clk,
    output reg signed [31:0] sin_out,   
    output reg signed [31:0] cos_out,   
    output reg               done 
);
    parameter ITER = 16;
    parameter signed [31:0] K = 32'd39797;  
    reg signed [31:0] x, y, z;
    reg [4:0] i;
    reg signed [31:0] atan_table [0:15];
    initial begin
        atan_table[0]  = 32'd51472;   
        atan_table[1]  = 32'd30385;   
        atan_table[2]  = 32'd16055;   
        atan_table[3]  = 32'd8145;    
        atan_table[4]  = 32'd4090;    
        atan_table[5]  = 32'd2045;
        atan_table[6]  = 32'd1023;
        atan_table[7]  = 32'd512;
        atan_table[8]  = 32'd256;
        atan_table[9]  = 32'd128;
        atan_table[10] = 32'd64;
        atan_table[11] = 32'd32;
        atan_table[12] = 32'd16;
        atan_table[13] = 32'd8;
        atan_table[14] = 32'd4;
        atan_table[15] = 32'd2;
    end
    always @(posedge clk or posedge reset) begin
        if (reset) begin
            x <= 0;
            y <= 0;
            z <= 0;
            i <= 0;
            done <= 0;
            sin_out <= 0;
            cos_out <= 0;
        end else if (enable) begin
            if (i == 0) begin
                x <= K;      
                y <= 0;
                z <= angle;
                done <= 0;
                sin_out <= 0;
                cos_out <= 0;
                i <= i + 1;
            end else if (i <= ITER) begin
                if (z[31] == 0) begin  
                    x <= x - (y >>> (i-1));
                    y <= y + (x >>> (i-1));
                    z <= z - atan_table[i-1];
                end else begin
                    x <= x + (y >>> (i-1));
                    y <= y - (x >>> (i-1));
                    z <= z + atan_table[i-1];
                end
                i <= i + 1;
            end else begin
                done <= 1'b1;
                case (opt)
                    2'b00: begin
                        sin_out <= y;   
                        cos_out <= x;
                    end
                    2'b01: begin
                        cos_out <= x;   
                        sin_out <= 0;
                    end
                    2'b10: begin
                        cos_out <= x;   
                        sin_out <= y;
                    end
                    default: begin
                        cos_out <= 0;
                        sin_out <= 0;
                    end
                endcase
            end
        end else begin
            done <= 1'b0;
        end
    end
endmodule
==> design/flow/run.sh <==
#!/bin/bash
# OpenROAD 26Q1-2900-gdf79404cd8, Yosys 0.63+post, stock flow scripts
make -C /OpenROAD-flow-scripts/flow DESIGN_CONFIG=/design/flow/config.mk WORK_HOME=/design/flow/orfs finish
==> design/flow/config.mk <==
export PLATFORM = sky130hd
export DESIGN_NAME = cordic
export DESIGN_NICKNAME = cordic
export VERILOG_FILES = /design/flow/design.v
export SDC_FILE = /design/flow/constraint.sdc
export NUM_CORES = 4
export LEC_CHECK = 1
export CORE_UTILIZATION = 30
==> design/flow/constraint.sdc <==
current_design cordic

set clk_period 18.0
set clk_io_pct 0.2

create_clock -name clk0 -period $clk_period [get_ports {clk}]

set non_clock_inputs [all_inputs -no_clocks]
set_input_delay [expr $clk_period * $clk_io_pct] -clock clk0 $non_clock_inputs
set_output_delay [expr $clk_period * $clk_io_pct] -clock clk0 [all_outputs]
==> impl_metrics.toml <==
# synthesis and place-and-route metrics
[cts]
clk_pin_slew_ns = 0.08
clock-sinks = 166
cts_resized = 0
cts_setup_buffers = 0
cts_root_buf = "clkbuf_16"
cts_buffer_depth = 2
hold_buffers = 0
htreeDepth = 4
cts_tree = "done"
cts_made_buffers = 17
insertion_delay_ns = 0.50

[sta]
slew_violations = 0
finalCritPeriodShare_pct = 48.2
rsz0062_at_grt = "false"
fin_setup_tns_ns = 0
setup_viol = 0
max_slew_margin_pct = 38.0
hold_viol_final = 0
min_period_ns = 8.67
tightestPinTransition_ns = 0.930
clock_skew_ns = 0.0132
clock.fmax_mhz = 115

[synthesis]
syn_inst = 2247
netlist_area_um2 = 18400
ys_cells = 2247
async_reset_ff_share_pct = 100
ys_dominant_reg_cell = "dfrtp_1"
ys_area_um2 = 18400
synth_top_area_share_pct = 22.6
top_cells_by_count = "193 x nand2_1, 190 x o21ai_0, 178 x nor2_1"
synth.distinct_cells = 99
yosys.area.top_type = "dfrtp_1"
yosysWarnings = 1
syn_avg_cell_area_um2 = 8.18
ys_seq_share_pct = 22.6
top_cells_by_area = "dfrtp_1 23%, ha_1 7.4%, o21ai_0 5.2%, mux2i_1 4.8%, a21oi_1 4.6%"
edf_count = 0
ys_ff = 166
most_common_cell = "nand2_1"

[drt]
viasPerCell = 5.99
route.detailed.drc = 0
wl_per_cell_um = 24.8
drtAntennaViolNets = 0
firstDrtPassIters = 6
wl_mm = 76.0
num_vias = 18400
drtIter0Drc = 1392

[setup_path]
crit_path_start_kind = "flip-flop"
cp_slowest_cell = "ha_4"
critPathMaxStageDelay_ns = 0.79
crit_path_cell_trace = "inv_1 > ha_4 > buf_4 > mux2i_1 > a22oi_1 > a31oi_1 > o22ai_1 > or3_1 > or4b_1 > nor3_2 > a31oi_1 > xnor2_1 > nor2_1 > ha_1 > a211oi_1 > or3b_2 > o21ai_0 > o31a_1 > o21ai_0 > a211oi_1 > mux2i_1 > nand3_1"
required_ns = 18.37
crit_buf_inv = 2
worstPathMaxFanout = 52
endpoint_kind = "flip-flop"
critPathTopFamily = "AND-OR/OR-AND gates"
worstSetupPathType = "reg2reg"
crit_arrival_ns = 9.04

[floorplan]
die_h_um = 249
core_area_um2 = 60500
design.portCount = 102
die_w_um = 249
initCoreUtil_pct = 30.4
row_count = 90
dieArea_um2 = 62200

[cells_and_area]
fin_cells = 3067
comb_area_um2 = 13400
fillers = 6048
final-seq-area_um2 = 4160
final_layout_size_suffix_gt1_share_pct = 9.46
syn_to_final_growth_pct = 13.3

[global_routing]
grt_max_degree = 104
antenna_found_initial = 2
grt_pass1_wl_mm = 114
gr-total-overflow = 0
first_global_vias = 17500
track_usage_pct = 24.7

[place]
dp_cells = 3034
gp_congestion = 1.05
dp_hpwl_mm = 56.6
place.port_buffers = 101

[hold_path]
hold_class = "reg2reg"

[job]
tool_warnings = 37
cap_violations = 0

[status]
outcome = "finished clean"
==> layer usage <==
layer  track usage (%)  routed length [um]  part of all wire [%]
met3              5.71                5540                   7.3
met2              38.3               34400                    45
met4              6.93                2520                   3.3
met5                 0                  59                 0.078
met1              34.9               33500                    44
==> worst reg2reg max path, stage by stage, from the launching register on <==
cell and delay, ns:
dfrtp_4 0.73, inv_1 0.17, ha_4 0.79, buf_4 0.61, mux2i_1 0.63, a22oi_1 0.19
a31oi_1 0.56, o22ai_1 0.22, or3_1 0.47, or4b_1 0.65, nor3_2 0.44, a31oi_1 0.16
xnor2_1 0.16, nor2_1 0.06, ha_1 0.35, a211oi_1 0.30, or3b_2 0.49, o21ai_0 0.41
o31a_1 0.25, o21ai_0 0.22, a211oi_1 0.35, mux2i_1 0.22, nand3_1 0.09
==> cell families (layout without fill, tap and decap cells) <==
family	count (synthesis)	in the layout	share of synthesized area, %
AOI/OAI and AO/OA	801	801	29.1
DFF	166	166	22.6
adders and majority gates	112	112	7.75
xor gates and xnor gates	150	150	7.27
muxes	158	158	11.2
other	0	1	0
and+or+nand+nor	656	656	17.3
buffers and inverters	204	241	4.80
==> layout by cell type, fill, tap and decap left out, types with 15 or more instances in the layout <==
master and count:
a211oi_1 29, a21o_1 51, a21oi_1 169, a22o_1 74, a22oi_1 18, a31oi_1 43
and2_1 19, and3_1 16, buf_4 63, clkbuf_16 17, clkdlybuf4s50_1 101, dfrtp_1 164
ha_1 106, inv_1 41, mux2_2 33, mux2i_1 88, mux4_2 32, nand2_1 193
nand2b_1 18, nand3_1 41, nand4_1 16, nor2_1 176, nor2b_1 20, nor3_1 57
nor4_1 20, o211ai_1 18, o21a_1 19, o21ai_0 190, o22ai_1 23, o31ai_1 15
or2_2 16, or3_1 20, xnor2_1 86, xor2_1 62
==> cell type report <==
class / count / area share, %
Clock inverter: 14 / 0.799
Tap cell: 782 / 4.70
Sequential cell: 166 / 20.0
Antenna cell: 1 / 0.0120
Inverter: 44 / 0.818
Multi-Input combinational cell: 1877 / 64.4
Timing Repair Buffer: 165 / 7.23
Clock buffer: 18 / 2.06
==> path summary, 6_finish.rpt <==
path                        from           to  slack [ns]  cells after the start
min                        z[19]        z[19]        0.49                      2
max in group asynchronous  reset         i[0]       13.38                      3
min reg2reg                z[19]        z[19]        0.49                      2
min in group asynchronous  reset  sin_out[26]        3.51                      2
max reg2reg                 i[0]        x[30]        9.33                     22
max                         i[0]        x[30]        9.33                     22
==> sequential cells by signal, summed over array words and instances, names as in the netlist <==
register / flops
cos_out: 32
done: 1
i: 5
sin_out: 32
x: 32
y: 32
z: 32
==> metrics by stage <==
stage / instance area, um^2 / util, % / setup slack [ns] / hold slack (ns)
floorplan: 18400 / - / 9.69 / 0.437
CTS: 20800 / 34.4 / 9.46 / 0.498
detailed placement: 20200 / 33.4 / 9.53 / 0.481
global route: 20800 / 34.4 / 8.82 / 0.522
global placement: 20200 / 33.4 / 9.58 / 0.474
finish: 20800 / 34.4 / 9.33 / 0.493
